==> flow/design.v <==
`timescale 1ns / 1ps
module bpm_from_interval(
    input [31:0] counter, 			   
	 input wire [7:0] default_bpm,   
    output wire [7:0] counted_bpm   
    );
	assign counted_bpm = (counter < 32'd23529 ) ? 254 :  
								(counter < 32'd23622 ) ? 253 :  
								(counter < 32'd23715 ) ? 252 :  
								(counter < 32'd23809 ) ? 251 : 
								(counter < 32'd23904 ) ? 250 :
								(counter < 32'd24000 ) ? 249 :
								(counter < 32'd24096 ) ? 248 :
								(counter < 32'd24193 ) ? 247 :
								(counter < 32'd24291 ) ? 246 :
								(counter < 32'd24390 ) ? 245 :
								(counter < 32'd24489 ) ? 244 :
								(counter < 32'd24590 ) ? 243 :
								(counter < 32'd24691 ) ? 242 :
								(counter < 32'd24793 ) ? 241 :
								(counter < 32'd24896 ) ? 240 :
								(counter < 32'd25000 ) ? 239 :
								(counter < 32'd25104 ) ? 238 :
								(counter < 32'd25210 ) ? 237 :
								(counter < 32'd25316 ) ? 236 :
								(counter < 32'd25423 ) ? 235 :
								(counter < 32'd25531 ) ? 234 :
								(counter < 32'd25641 ) ? 233 :
								(counter < 32'd25751 ) ? 232 :
								(counter < 32'd25862 ) ? 231 :
								(counter < 32'd25974 ) ? 230 :
								(counter < 32'd26086 ) ? 229 :
								(counter < 32'd26200 ) ? 228 :
								(counter < 32'd26315 ) ? 227 :
								(counter < 32'd26431 ) ? 226 :
								(counter < 32'd26548 ) ? 225 :
								(counter < 32'd26666 ) ? 224 :
								(counter < 32'd26785 ) ? 223 :
								(counter < 32'd26905 ) ? 222 :
								(counter < 32'd27027 ) ? 221 :
								(counter < 32'd27149 ) ? 220 :
								(counter < 32'd27272 ) ? 219 :
								(counter < 32'd27397 ) ? 218 :
								(counter < 32'd27522 ) ? 217 :
								(counter < 32'd27649 ) ? 216 :
								(counter < 32'd27777 ) ? 215 :
								(counter < 32'd27906 ) ? 214 :
								(counter < 32'd28037 ) ? 213 :
								(counter < 32'd28169 ) ? 212 :
								(counter < 32'd28301 ) ? 211 :
								(counter < 32'd28436 ) ? 210 :
								(counter < 32'd28571 ) ? 209 :
								(counter < 32'd28708 ) ? 208 :
								(counter < 32'd28846 ) ? 207 :
								(counter < 32'd28985 ) ? 206 :
								(counter < 32'd29126 ) ? 205 :
								(counter < 32'd29268 ) ? 204 :
								(counter < 32'd29411 ) ? 203 :
								(counter < 32'd29556 ) ? 202 :
								(counter < 32'd29702 ) ? 201 :
								(counter < 32'd29850 ) ? 200 :
								(counter < 32'd30000 ) ? 199 :
								(counter < 32'd30150 ) ? 198 :
								(counter < 32'd30303 ) ? 197 :
								(counter < 32'd30456 ) ? 196 :
								(counter < 32'd30612 ) ? 195 :
								(counter < 32'd30769 ) ? 194 :
								(counter < 32'd30927 ) ? 193 :
								(counter < 32'd31088 ) ? 192 :
								(counter < 32'd31250 ) ? 191 :
								(counter < 32'd31413 ) ? 190 :
								(counter < 32'd31578 ) ? 189 :
								(counter < 32'd31746 ) ? 188 :
								(counter < 32'd31914 ) ? 187 :
								(counter < 32'd32085 ) ? 186 :
								(counter < 32'd32258 ) ? 185 :
								(counter < 32'd32432 ) ? 184 :
								(counter < 32'd32608 ) ? 183 :
								(counter < 32'd32786 ) ? 182 :
								(counter < 32'd32967 ) ? 181 :
								(counter < 32'd33149 ) ? 180 :
								(counter < 32'd33333 ) ? 179 :
								(counter < 32'd33519 ) ? 178 :
								(counter < 32'd33707 ) ? 177 :
								(counter < 32'd33898 ) ? 176 :
								(counter < 32'd34090 ) ? 175 :
								(counter < 32'd34285 ) ? 174 :
								(counter < 32'd34482 ) ? 173 :
								(counter < 32'd34682 ) ? 172 :
								(counter < 32'd34883 ) ? 171 :
								(counter < 32'd35087 ) ? 170 :
								(counter < 32'd35294 ) ? 169 :
								(counter < 32'd35502 ) ? 168 :
								(counter < 32'd35714 ) ? 167 :
								(counter < 32'd35928 ) ? 166 :
								(counter < 32'd36144 ) ? 165 :
								(counter < 32'd36363 ) ? 164 :
								(counter < 32'd36585 ) ? 163 :
								(counter < 32'd36809 ) ? 162 :
								(counter < 32'd37037 ) ? 161 :
								(counter < 32'd37267 ) ? 160 :
								(counter < 32'd37500 ) ? 159 :
								(counter < 32'd37735 ) ? 158 :
								(counter < 32'd37974 ) ? 157 :
								(counter < 32'd38216 ) ? 156 :
								(counter < 32'd38461 ) ? 155 :
								(counter < 32'd38709 ) ? 154 :
								(counter < 32'd38961 ) ? 153 :
								(counter < 32'd39215 ) ? 152 :
								(counter < 32'd39473 ) ? 151 :
								(counter < 32'd39735 ) ? 150 :
								(counter < 32'd40000 ) ? 149 :
								(counter < 32'd40268 ) ? 148 :
								(counter < 32'd40540 ) ? 147 :
								(counter < 32'd40816 ) ? 146 :
								(counter < 32'd41095 ) ? 145 :
								(counter < 32'd41379 ) ? 144 :
								(counter < 32'd41666 ) ? 143 :
								(counter < 32'd41958 ) ? 142 :
								(counter < 32'd42253 ) ? 141 :
								(counter < 32'd42553 ) ? 140 :
								(counter < 32'd42857 ) ? 139 :
								(counter < 32'd43165 ) ? 138 :
								(counter < 32'd43478 ) ? 137 :
								(counter < 32'd43795 ) ? 136 :
								(counter < 32'd44117 ) ? 135 :
								(counter < 32'd44444 ) ? 134 :
								(counter < 32'd44776 ) ? 133 :
								(counter < 32'd45112 ) ? 132 :
								(counter < 32'd45454 ) ? 131 :
								(counter < 32'd45801 ) ? 130 :
								(counter < 32'd46153 ) ? 129 :
								(counter < 32'd46511 ) ? 128 :
								(counter < 32'd46875 ) ? 127 :
								(counter < 32'd47244 ) ? 126 :
								(counter < 32'd47619 ) ? 125 :
								(counter < 32'd48000 ) ? 124 :
								(counter < 32'd48387 ) ? 123 :
								(counter < 32'd48780 ) ? 122 :
								(counter < 32'd49180 ) ? 121 :
								(counter < 32'd49586 ) ? 120 :
								(counter < 32'd50000 ) ? 119 :
								(counter < 32'd50420 ) ? 118 :
								(counter < 32'd50847 ) ? 117 :
								(counter < 32'd51282 ) ? 116 :
								(counter < 32'd51724 ) ? 115 :
								(counter < 32'd52173 ) ? 114 :
								(counter < 32'd52631 ) ? 113 :
								(counter < 32'd53097 ) ? 112 :
								(counter < 32'd53571 ) ? 111 :
								(counter < 32'd54054 ) ? 110 :
								(counter < 32'd54545 ) ? 109 :
								(counter < 32'd55045 ) ? 108 :
								(counter < 32'd55555 ) ? 107 :
								(counter < 32'd56074 ) ? 106 :
								(counter < 32'd56603 ) ? 105 :
								(counter < 32'd57142 ) ? 104 :
								(counter < 32'd57692 ) ? 103 :
								(counter < 32'd58252 ) ? 102 :
								(counter < 32'd58823 ) ? 101 :
								(counter < 32'd59405 ) ? 100 :
								(counter < 32'd60000 ) ? 99 :
								(counter < 32'd60606 ) ? 98 :
								(counter < 32'd61224 ) ? 97 :
								(counter < 32'd61855 ) ? 96 :
								(counter < 32'd62500 ) ? 95 :
								(counter < 32'd63157 ) ? 94 :
								(counter < 32'd63829 ) ? 93 :
								(counter < 32'd64516 ) ? 92 :
								(counter < 32'd65217 ) ? 91 :
								(counter < 32'd65934 ) ? 90 :
								(counter < 32'd66666 ) ? 89 :
								(counter < 32'd67415 ) ? 88 :
								(counter < 32'd68181 ) ? 87 :
								(counter < 32'd68965 ) ? 86 :
								(counter < 32'd69767 ) ? 85 :
								(counter < 32'd70588 ) ? 84 :
								(counter < 32'd71428 ) ? 83 :
								(counter < 32'd72289 ) ? 82 :
								(counter < 32'd73170 ) ? 81 :
								(counter < 32'd74074 ) ? 80 :
								(counter < 32'd75000 ) ? 79 :
								(counter < 32'd75949 ) ? 78 :
								(counter < 32'd76923 ) ? 77 :
								(counter < 32'd77922 ) ? 76 :
								(counter < 32'd78947 ) ? 75 :
								(counter < 32'd80000 ) ? 74 :
								(counter < 32'd81081 ) ? 73 :
								(counter < 32'd82191 ) ? 72 :
								(counter < 32'd83333 ) ? 71 :
								(counter < 32'd84507 ) ? 70 :
								(counter < 32'd85714 ) ? 69 :
								(counter < 32'd86956 ) ? 68 :
								(counter < 32'd88235 ) ? 67 :
								(counter < 32'd89552 ) ? 66 :
								(counter < 32'd90909 ) ? 65 :
								(counter < 32'd92307 ) ? 64 :
								(counter < 32'd93750 ) ? 63 :
								(counter < 32'd95238 ) ? 62 :
								(counter < 32'd96774 ) ? 61 :
								(counter < 32'd98360 ) ? 60 :
								(counter < 32'd100000 ) ? 59 :
								(counter < 32'd101694 ) ? 58 :
								(counter < 32'd103448 ) ? 57 :
								(counter < 32'd105263 ) ? 56 :
								(counter < 32'd107142 ) ? 55 :
								(counter < 32'd109090 ) ? 54 :
								(counter < 32'd111111 ) ? 53 :
								(counter < 32'd113207 ) ? 52 :
								(counter < 32'd115384 ) ? 51 :
								(counter < 32'd117647 ) ? 50 :
								(counter < 32'd120000 ) ? 49 :
								(counter < 32'd122448 ) ? 48 :
								(counter < 32'd125000 ) ? 47 :
								(counter < 32'd127659 ) ? 46 :
								(counter < 32'd130434 ) ? 45 :
								(counter < 32'd133333 ) ? 44 :
								(counter < 32'd136363 ) ? 43 :
								(counter < 32'd139534 ) ? 42 :
								(counter < 32'd142857 ) ? 41 :
								(counter < 32'd146341 ) ? 40 :
								(counter < 32'd150000 ) ? 39 :
								(counter < 32'd153846 ) ? 38 :
								(counter < 32'd157894 ) ? 37 :
								(counter < 32'd162162 ) ? 36 :
								(counter < 32'd166666 ) ? 35 :
								(counter < 32'd171428 ) ? 34 :
								(counter < 32'd176470 ) ? 33 :
								(counter < 32'd181818 ) ? 32 :
								(counter < 32'd187500 ) ? 31 :
								(counter < 32'd193548 ) ? 30 : default_bpm;
endmodule
`timescale 1ns / 1ps
module bpmcalculator(
	 input wire clk,  		 	 	  
    input wire beat, 				  
	 input wire [7:0] default_bpm,  
    output wire [7:0] bpm_out  	  
    );
	parameter SMALLEST_ALLOWABLE_INTERVAL = 32'd23529;
	parameter LONGEST_ALLOWABLE_INTERVAL = 32'd200000;
	parameter STARTING_BPM = 8'd80; 
	reg [31:0] counter; 
	wire [7:0] counted_bpm; 
	reg [7:0] buffer[0:3]; 
	reg [1:0] oldest_index; 
	reg [9:0] bpm_sum; 
	reg prev_beat; 
	assign bpm_out = bpm_sum[9:2]; 
	bpm_from_interval bfi (
    .counter(counter), 
    .default_bpm(default_bpm), 
    .counted_bpm(counted_bpm)
    );
	initial begin 
		bpm_sum = STARTING_BPM*4; 
		buffer[0] = STARTING_BPM; 
		buffer[1] = STARTING_BPM; 
		buffer[2] = STARTING_BPM; 
		buffer[3] = STARTING_BPM; 
		counter = 0; 
		oldest_index = 0; 
		prev_beat = 0; 
	end 
	always @(posedge clk) begin 
		if ((counter > LONGEST_ALLOWABLE_INTERVAL) ||    
			 (beat && ~prev_beat && (counter >= SMALLEST_ALLOWABLE_INTERVAL)))   
		begin 
			bpm_sum = bpm_sum + (counted_bpm - buffer[oldest_index]); 
			buffer[oldest_index] = counted_bpm; 
			oldest_index = (oldest_index == 3) ? 0 : oldest_index+1; 
			prev_beat = 1; 
			counter = 0; 
		end else begin 
			counter = counter + 1; 
			prev_beat = beat; 
		end 
	end
endmodule
==> flow/run.sh <==
#!/bin/bash
# OpenROAD 26Q1-2900-gdf79404cd8, Yosys 0.63+post, stock flow scripts
make -C /OpenROAD-flow-scripts/flow DESIGN_CONFIG=/design/flow/config.mk WORK_HOME=/design/flow/orfs finish
==> flow/config.mk <==
export PLATFORM = sky130hd
export DESIGN_NAME = bpmcalculator
export DESIGN_NICKNAME = bpmcalculator
export VERILOG_FILES = /design/flow/design.v
export SDC_FILE = /design/flow/constraint.sdc
export NUM_CORES = 4
export LEC_CHECK = 1
export CORE_UTILIZATION = 30
==> flow/constraint.sdc <==
current_design bpmcalculator

set clk_period 40.1
set clk_io_pct 0.2

create_clock -name clk0 -period $clk_period [get_ports {clk}]

set non_clock_inputs [all_inputs -no_clocks]
set_input_delay [expr $clk_period * $clk_io_pct] -clock clk0 $non_clock_inputs
set_output_delay [expr $clk_period * $clk_io_pct] -clock clk0 [all_outputs]
==> impl_metrics.toml <==
# generated from flow reports
[pwr]
p_int_uw = 161
leakage_uw = 0.00373
seq_power_share = 0.442
p_per_area_mw_per_mm2 = 20.9
combPwrFrac = 0.178
switching_share = 0.297
clkPwrFrac = 0.380
switchingPower_uw = 67.7
vdd_drop_max_mv = 0.0214

[route]
drt_wl_total_mm = 75.0
via_per_inst = 7.32
antenna_left = 0
wl_per_cell_um = 41.8
drt-pass1-iter-count = 6
drtIter0Drc = 2000
dr_total_vias = 13100
route.detailed.drc = 0

[final_timing]
rsz0062_at_grt = "false"
hold_viol = 0
tightest_slew_ns = 1.07
slew_violations = 0
finClkSkew_ns = 0.0202
fin_crit_sh = 0.297
fmax_mhz = 84.0
holdWs_ns = 0.514
finalCriticalPeriod_ns = 11.90
max_slew_margin = 0.278
finalSetupTns_ns = 0
finalSetupViolations = 0
worst_slack_ns = 28.20

[yosys]
synth_flops = 77
yosysWarnings = 1
yosys_area_mm2 = 0.00985
ys_types = 99
syn-cell-area_mm2 = 0.00985
synthTopCellsByArea = "edfxtp_1 (13%), a21oi_1 (8.0%), o21ai_0 (7.9%)"
top_area_frac = 0.134
synthTopCellsByCount = "a21oi_1 (158), o21ai_0 (156), nor2_1 (115), nand2_1 (104), clkbuf_1 (70)"
synth.largest_area_cell = "edfxtp_1"
yosysSeqAreaShare = 0.201
synth_stat.cells = 1357
ff_type = "edfxtp_1"
async_flop_share = 0
yosysMostFrequentCell = "a21oi_1"
edf_count = 44
avgSynthCellArea_um2 = 7.26
syn_inst = 1357

[finish]
fill_cells = 3470
fin_cells = 1795
syn_to_final_growth_pct = 10.8
drive_above_1_share = 0.115

[cts]
cts_buffers = 9
cts_hold_buf = 0
cts_buffer_depth = 2
cts_sinks = 77
postCtsSetupBuffers = 0
cts_resized = 0
clk_pin_slew_ns = 0.08
root_buffer = "clkbuf_16"
cts_tree = "yes"
clock.latency.late_pin_ns = 0.39
htreeDepth = 3

[placement]
place_ws_ns = 27.87
io_buffers = 17
gp_congestion = 1.14
dpl.hpwl_mm = 53.1
dp_cells = 1771

[global_route]
grt_pass1_vias = 12500
antenna_found_initial = 8
grtUsageTotal = 0.458
grt_max_degree = 45
grt_pass1_wl_mm = 103
grt-ovfl-total = 0

[job]
warning_count = 30
maxCapViolCount = 0

[floorplan]
die_w_um = 183
ioPinCount = 18
num_rows = 65
dieArea_mm2 = 0.0336
fp_util = 0.308
core_mm2 = 0.0320
die_height_um = 183

[setup_path]
worst_ep_arrival_time_ns = 12.03
path_class = "input port to flip-flop"
start_kind = "input port"
critPathCaptureType = "flip-flop"
cp.required_ns = 40.23
critPathMaxFanout = 2

[run_status]
run_status = "complete, no violations"

[min_path]
hold_path_class = "flip-flop to flip-flop"
[cells in the final DEF (no fill, tap or decap), drive strengths merged, types with 13 or more instances in the layout]
cell	instances
o211ai	21
nor2	115
xnor2	19
a21oi	159
nor4	13
a31oi	31
a211oi	24
nand2	104
or3	15
conb	14
a21o	22
nor3	41
edfxtp	44
ha	24
clkdlybuf4s50	17
o311ai	15
o31ai	17
and2	18
inv	27
and3	13
o21ai	167
nand4	16
dfxtp	33
buf	86
nand3	39
o21a	22
[flip-flops by register name, summed over array words and instances, names as in the netlist]
signal	flops
bpm_sum	10
buffer	32
counter	32
oldest_index	2
prev_beat	1
[routing by layer]
layer	vias to the layer above	GRT usage	wire length (um)
met2	1246	0.616	29100
met5	-	0.0133	159
met1	6351	0.590	28300
met3	357	0.229	11500
met4	10	0.266	5920
li1	5173	-	-
[kinds of logic after synthesis]
group | count (synthesis) | share of synthesized area
compound gates | 589 | 0.380
simple gates | 466 | 0.261
buf+inv | 161 | 0.0783
flops | 77 | 0.201
xor+xnor | 29 | 0.0258
fa+ha+maj | 26 | 0.0346
mux | 8 | 0.0183
other cells | 1 | 0.000381
[cell type report]
type	instances	area, um^2	area share
antenna	7	17.5	0.00161
clock buffer	9	225	0.0206
clock inverter	7	67.6	0.00619
inverter	24	90.1	0.00826
multi-input combinational	1132	7160	0.656
sequential	77	1980	0.182
tap	435	544	0.0499
timing repair buffer	104	821	0.0752
[path summary, 6_finish.rpt]
kind	start	endpoint	slack, ns	depth (start not counted)
worst max-delay path	default_bpm[0]	bpm_sum[9]	28.20	18
worst min register to register	counter[0]	counter[0]	0.51	1
worst max register to register	counter[7]	bpm_sum[9]	32.34	23
worst min-delay path	counter[0]	counter[0]	0.51	1
[per-stage QoR]
step	total power, uW	cell area [um^2]	utilization
after global placement	143	10600	0.331
after global routing	239	10900	0.341
final	228	10900	0.341
after detailed placement	144	10600	0.331
after floorplan	130	9900	-
after CTS	231	10900	0.341
[critical path, stage by stage]
cell	delay, ns
clkdlybuf4s50_1	0.46
nor2b_1	0.12
o21ai_1	0.07
a31o_1	0.23
a2111oi_2	0.52
o21ai_0	0.19
ha_1	0.29
fa_1	0.48
inv_1	0.06
ha_1	0.28
a21o_1	0.15
a21oi_1	0.23
o21bai_1	0.09
a21oi_1	0.22
o21bai_1	0.10
a21oi_1	0.23
o21ai_0	0.15
xnor2_1	0.14
[power groups by stage]
| stage | combinational [uW] | clock [uW] | sequential [uW] |
|---|---|---|---|
| after CTS | 40.9 | 89.1 | 101 |
| after global routing | 45.9 | 91.6 | 102 |
| final | 40.6 | 86.8 | 101 |
Power figures rest on the tool's default switching activity, not on a simulated workload.
