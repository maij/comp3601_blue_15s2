## /design/flow/design.v

```verilog
 module BPM_lut(lookup, scaler);
	input [7:0] lookup;
	output [19:0] scaler;
	assign scaler =(lookup == 8'd1)   ? 1000000 :
						(lookup == 8'd2)   ? 500000  :
						(lookup == 8'd3)   ? 333333  :
						(lookup == 8'd4)   ? 250000  :
						(lookup == 8'd5)   ? 200000  :
						(lookup == 8'd6)   ? 166667  :
						(lookup == 8'd7)   ? 142857  :
						(lookup == 8'd8)   ? 125000  :
						(lookup == 8'd9)   ? 111111  :
						(lookup == 8'd10)  ? 100000  :
						(lookup == 8'd11)  ? 90909   :
						(lookup == 8'd12)  ? 83333   : 
						(lookup == 8'd13)  ? 76923   :
						(lookup == 8'd14)  ? 71429   : 
						(lookup == 8'd15)  ? 66667   :
						(lookup == 8'd16)  ? 62500   :
						(lookup == 8'd17)  ? 58824 :
						(lookup == 8'd18)  ? 55556 :
						(lookup == 8'd19)  ? 52632 : 
						(lookup == 8'd20)  ? 50000 :
						(lookup == 8'd21)  ? 47619 : 
						(lookup == 8'd22)  ? 45455 :
						(lookup == 8'd23)  ? 43478 :
						(lookup == 8'd24)  ? 41667 :
						(lookup == 8'd25)  ? 40000 :
						(lookup == 8'd26)  ? 38462 :
						(lookup == 8'd27)  ? 37037 :
						(lookup == 8'd28)  ? 35714 :
						(lookup == 8'd29)  ? 34483 :
						(lookup == 8'd30)  ? 33333 : 
						(lookup == 8'd31)  ? 32258 : 
						(lookup == 8'd32)  ? 31250 :
						(lookup == 8'd33)  ? 30303 :
						(lookup == 8'd34)  ? 29412 :
						(lookup == 8'd35)  ? 28571 :
						(lookup == 8'd36)  ? 27778 :
						(lookup == 8'd37)  ? 27027 :
						(lookup == 8'd38)  ? 26316 :
						(lookup == 8'd39)  ? 25641 :
						(lookup == 8'd40)  ? 25000 :
						(lookup == 8'd41)  ? 24390 :
						(lookup == 8'd42)  ? 23810 :
						(lookup == 8'd43)  ? 23256 :
						(lookup == 8'd44)  ? 22727 :
						(lookup == 8'd45)  ? 22222 :
						(lookup == 8'd46)  ? 21739 :
						(lookup == 8'd47)  ? 21277 :
						(lookup == 8'd48)  ? 20833 :
						(lookup == 8'd49)  ? 20408 :
						(lookup == 8'd50)  ? 20000 :
						(lookup == 8'd51)  ? 19608 :
						(lookup == 8'd52)  ? 19231 : 
						(lookup == 8'd53)  ? 18868 :
						(lookup == 8'd54)  ? 18519 : 
						(lookup == 8'd55)  ? 18182 :
						(lookup == 8'd56)  ? 17857 :
						(lookup == 8'd57)  ? 17544 : 
						(lookup == 8'd58)  ? 17241 :
						(lookup == 8'd59)  ? 16949 :
						(lookup == 8'd60)  ? 16667 :
						(lookup == 8'd61)  ? 16393 :
						(lookup == 8'd62)  ? 16129 :
						(lookup == 8'd63)  ? 15873 :
						(lookup == 8'd64)  ? 15625 :
						(lookup == 8'd65)  ? 15385 :
						(lookup == 8'd66)  ? 15152 :
						(lookup == 8'd67)  ? 14925 :
						(lookup == 8'd68)  ? 14706 :
						(lookup == 8'd69)  ? 14493 :
						(lookup == 8'd70)  ? 14286 :
						(lookup == 8'd71)  ? 14085 :
						(lookup == 8'd72)  ? 13889 :
						(lookup == 8'd73)  ? 13699 :
						(lookup == 8'd74)  ? 13514 :
						(lookup == 8'd75)  ? 13333 :
						(lookup == 8'd76)  ? 13158 :
						(lookup == 8'd77)  ? 12987 :
						(lookup == 8'd78)  ? 12821 :
						(lookup == 8'd79)  ? 12658 :
						(lookup == 8'd80)  ? 12500 :
						(lookup == 8'd81)  ? 12346 :
						(lookup == 8'd82)  ? 12195 :
						(lookup == 8'd83)  ? 12048 :
						(lookup == 8'd84)  ? 11905 :
						(lookup == 8'd85)  ? 11765 :
						(lookup == 8'd86)  ? 11628 :
						(lookup == 8'd87)  ? 11494 :
						(lookup == 8'd88)  ? 11364 :
						(lookup == 8'd89)  ? 11236 :
						(lookup == 8'd90)  ? 11111 :
						(lookup == 8'd91)  ? 10989 :
						(lookup == 8'd92)  ? 10870 :
						(lookup == 8'd93)  ? 10753 :
						(lookup == 8'd94)  ? 10638 :
						(lookup == 8'd95)  ? 10526 :
						(lookup == 8'd96)  ? 10417 : 
						(lookup == 8'd97)  ? 10309 :
						(lookup == 8'd98)  ? 10204 :
						(lookup == 8'd99)  ? 10101 :
						(lookup == 8'd100) ? 10000 :
						(lookup == 8'd101) ? 9901 : 
						(lookup == 8'd102) ? 9804 :
						(lookup == 8'd103) ? 9709 :
						(lookup == 8'd104) ? 9615 :
						(lookup == 8'd105) ? 9524 :
						(lookup == 8'd106) ? 9434 :
						(lookup == 8'd107) ? 9346 :
						(lookup == 8'd108) ? 9259 :
						(lookup == 8'd109) ? 9174 :
						(lookup == 8'd110) ? 9091 :
						(lookup == 8'd111) ? 9009 :
						(lookup == 8'd112) ? 8929 :
						(lookup == 8'd113) ? 8850 :
						(lookup == 8'd114) ? 8772 :
						(lookup == 8'd115) ? 8696 :
						(lookup == 8'd116) ? 8621 :
						(lookup == 8'd117) ? 8547 :
						(lookup == 8'd118) ? 8475 :
						(lookup == 8'd119) ? 8403 :
						(lookup == 8'd120) ? 8333 :
						(lookup == 8'd121) ? 8264 :
						(lookup == 8'd122) ? 8197 :
						(lookup == 8'd123) ? 8130 :
						(lookup == 8'd124) ? 8065 :
						(lookup == 8'd125) ? 8000 :
						(lookup == 8'd126) ? 7937 :
						(lookup == 8'd127) ? 7874 :
						(lookup == 8'd128) ? 7813 :
						(lookup == 8'd129) ? 7752 :
						(lookup == 8'd130) ? 7692 :
						(lookup == 8'd131) ? 7634 :
						(lookup == 8'd132) ? 7576 :
						(lookup == 8'd133) ? 7519 :
						(lookup == 8'd134) ? 7463 :
						(lookup == 8'd135) ? 7407 :
						(lookup == 8'd136) ? 7353 :
						(lookup == 8'd137) ? 7299 :
						(lookup == 8'd138) ? 7246 :
						(lookup == 8'd139) ? 7194 : 
						(lookup == 8'd140) ? 7143 :
						(lookup == 8'd141) ? 7092 :
						(lookup == 8'd142) ? 7042 :
						(lookup == 8'd143) ? 6993 :
						(lookup == 8'd144) ? 6944 :
						(lookup == 8'd145) ? 6897 :
						(lookup == 8'd146) ? 6849 :
						(lookup == 8'd147) ? 6803 :
						(lookup == 8'd148) ? 6757 :
						(lookup == 8'd149) ? 6711 :
						(lookup == 8'd150) ? 6667 :
						(lookup == 8'd151) ? 6623 :
						(lookup == 8'd152) ? 6579 :
						(lookup == 8'd153) ? 6536 :
						(lookup == 8'd154) ? 6494 :
						(lookup == 8'd155) ? 6452 :
						(lookup == 8'd156) ? 6410 :
						(lookup == 8'd157) ? 6369 :
						(lookup == 8'd158) ? 6329 :
						(lookup == 8'd159) ? 6289 :
						(lookup == 8'd160) ? 6250 :
						(lookup == 8'd161) ? 6211 :
						(lookup == 8'd162) ? 6173 :
						(lookup == 8'd163) ? 6135 :
						(lookup == 8'd164) ? 6098 :
						(lookup == 8'd165) ? 6061 : 
						(lookup == 8'd166) ? 6024 :
						(lookup == 8'd167) ? 5988 :
						(lookup == 8'd168) ? 5952 :
						(lookup == 8'd169) ? 5917 :
						(lookup == 8'd170) ? 5882 :
						(lookup == 8'd171) ? 5848 :
						(lookup == 8'd172) ? 5814 :
						(lookup == 8'd173) ? 5780 :
						(lookup == 8'd174) ? 5747 :
						(lookup == 8'd175) ? 5714 :
						(lookup == 8'd176) ? 5682 :
						(lookup == 8'd177) ? 5650 :
						(lookup == 8'd178) ? 5618 :
						(lookup == 8'd179) ? 5587 :
						(lookup == 8'd180) ? 5556 :
						(lookup == 8'd181) ? 5525 :
						(lookup == 8'd182) ? 5495 :
						(lookup == 8'd183) ? 5464 :
						(lookup == 8'd184) ? 5435 :
						(lookup == 8'd185) ? 5405 :
						(lookup == 8'd186) ? 5376 :
						(lookup == 8'd187) ? 5348 :
						(lookup == 8'd188) ? 5319 :
						(lookup == 8'd189) ? 5291 :
						(lookup == 8'd190) ? 5263 :
						(lookup == 8'd191) ? 5236 :
						(lookup == 8'd192) ? 5208 :
						(lookup == 8'd193) ? 5181 :
						(lookup == 8'd194) ? 5155 :
						(lookup == 8'd195) ? 5128 : 
						(lookup == 8'd196) ? 5102 :
						(lookup == 8'd197) ? 5076 :
						(lookup == 8'd198) ? 5051 :
						(lookup == 8'd199) ? 5025 :
						(lookup == 8'd200) ? 5000 :
						(lookup == 8'd201) ? 4975 :
						(lookup == 8'd202) ? 4950 :
						(lookup == 8'd203) ? 4926 :
						(lookup == 8'd204) ? 4902 :
						(lookup == 8'd205) ? 4878 :
						(lookup == 8'd206) ? 4854 :
						(lookup == 8'd207) ? 4831 :
						(lookup == 8'd208) ? 4808 :
						(lookup == 8'd209) ? 4785 :
						(lookup == 8'd210) ? 4762 :
						(lookup == 8'd211) ? 4739 :
						(lookup == 8'd212) ? 4717 :
						(lookup == 8'd213) ? 4695 :
						(lookup == 8'd214) ? 4673 :
						(lookup == 8'd215) ? 4651 :
						(lookup == 8'd216) ? 4630 :
						(lookup == 8'd217) ? 4608 :
						(lookup == 8'd218) ? 4587 :
						(lookup == 8'd219) ? 4566 :
						(lookup == 8'd220) ? 4545 :
						(lookup == 8'd221) ? 4525 : 
						(lookup == 8'd222) ? 4505 :
						(lookup == 8'd223) ? 4484 :
						(lookup == 8'd224) ? 4464 :
						(lookup == 8'd225) ? 4444 :
						(lookup == 8'd226) ? 4425 :
						(lookup == 8'd227) ? 4405 :
						(lookup == 8'd228) ? 4386 :
						(lookup == 8'd229) ? 4367 :
						(lookup == 8'd230) ? 4348 :
						(lookup == 8'd231) ? 4329 :
						(lookup == 8'd232) ? 4310 :
						(lookup == 8'd233) ? 4292 :
						(lookup == 8'd234) ? 4274 :
						(lookup == 8'd235) ? 4255 :
						(lookup == 8'd236) ? 4237 :
						(lookup == 8'd237) ? 4219 :
						(lookup == 8'd238) ? 4202 :
						(lookup == 8'd239) ? 4184 :
						(lookup == 8'd240) ? 4167 :
						(lookup == 8'd241) ? 4149 :
						(lookup == 8'd242) ? 4132 :
						(lookup == 8'd243) ? 4115 :
						(lookup == 8'd244) ? 4098 :
						(lookup == 8'd245) ? 4082 :
						(lookup == 8'd246) ? 4065 :
						(lookup == 8'd247) ? 4049 :
						(lookup == 8'd248) ? 4032 : 
						(lookup == 8'd249) ? 4016 :
						(lookup == 8'd250) ? 4000 :
						(lookup == 8'd251) ? 3984 :
						(lookup == 8'd252) ? 3968 :
						(lookup == 8'd253) ? 3953 :
						(lookup == 8'd254) ? 3937 :
						(lookup == 8'd255) ? 3922 :
						  20'hFFFFF;
endmodule
module BPM_prescaler(CLK, BPM, slowCLK);
	input CLK;
	input [7:0] BPM;
	output reg slowCLK;
	wire [19:0] scaler;
	BPM_lut U1 (BPM, scaler);
	reg [19:0] counter;  
	initial begin
		counter = 0;
		slowCLK = 0;
	end
	always @ (posedge CLK) begin
		counter = counter + 1;
		if (counter >= scaler/2) begin
			counter = 0;
			slowCLK = ~slowCLK;
		end
	end
endmodule
module  duration_lut (input [3:0] lookup, output [15:0] duration);
	parameter
		BREVE     			= 16'd48000,		 
		SEMIBREVE			= 16'd24000,		 
		DOTTED_MINIM		= 16'd18000,		 
		MINIM					= 16'd12000,		 
		DOTTED_CROTCHET	= 16'd9000,			 
		CROTCHET 			= 16'd6000,			 
		DOTTED_QUAVER 		= 16'd4500,			 
		QUAVER  				= 16'd3000,			 
		TUPLET				= 16'd2000,			 
		SEMIQUAVER			= 16'd1500,			 
		UNDEF					= 16'd1000;			 
	assign duration = (lookup == 4'd1)  ? SEMIQUAVER 	   :
						   (lookup == 4'd2)  ? TUPLET			   :
							(lookup == 4'd3)  ? QUAVER			   :
							(lookup == 4'd4)  ? DOTTED_QUAVER   :
							(lookup == 4'd5)  ? CROTCHET		   :
							(lookup == 4'd6)  ? DOTTED_CROTCHET :
							(lookup == 4'd7)  ? MINIM			   :
							(lookup == 4'd8)  ? DOTTED_MINIM	   :
							(lookup == 4'd9)  ? SEMIBREVE		   :
							(lookup == 4'd10) ? BREVE			   :
							    UNDEF			   ;
endmodule
module timing_controller (CLK, BPM, MODE, NOTE, START, EN, DONE);
	input 				 CLK; 	 
	input [1:0]		   MODE;		 
	input [3:0]			NOTE;		 
	input 			  START;     
	input [7:0] 	 	 BPM;		 
	output reg 			  EN;		 
	wire [15:0]	  DURATION;		 
	output reg 			DONE;		 
	reg [15:0] counter;
	parameter
		NORMAL   = 2'b00,
		STACCATO = 2'b01,
		SLURRED  = 2'b10,
		BPM_COMM = 2'b11;
	duration_lut dur_lut_blk (NOTE[3:0],  DURATION);
	BPM_prescaler bpm_pre_blk (CLK, BPM, slowCLK);
	initial begin
		EN 	  <= 1;
		counter <= 0;
		DONE 	  <= 0;
	end
	always @ (posedge slowCLK) begin
		if (START) begin
			DONE <= 0;
			counter <= counter + 1;
			case (MODE) 
				NORMAL  : begin if (counter <= DURATION/128*125) EN <= 1; else EN <= 0; end
				STACCATO: begin if (counter <= DURATION/128*102) EN <= 1; else EN <= 0; end
				SLURRED : begin if (counter <= DURATION)         EN <= 1; end
			endcase
			if (counter == DURATION) begin
				counter <= 0;
				DONE <= 1;
			end
		end
	end
endmodule
```

## /design/flow/run.sh

```bash
#!/bin/bash
# OpenROAD 26Q1-2900-gdf79404cd8, Yosys 0.63+post, stock flow scripts
make -C /OpenROAD-flow-scripts/flow DESIGN_CONFIG=/design/flow/config.mk WORK_HOME=/design/flow/orfs finish
```

## /design/flow/config.mk

```make
export PLATFORM = sky130hd
export DESIGN_NAME = timing_controller
export DESIGN_NICKNAME = timing_controller
export VERILOG_FILES = /design/flow/design.v
export SDC_FILE = /design/flow/constraint.sdc
export NUM_CORES = 4
export LEC_CHECK = 1
export CORE_UTILIZATION = 30
```

## /design/flow/constraint.sdc

```tcl
current_design timing_controller

set clk_period 6.0
set clk_io_pct 0.2

create_clock -name clk0 -period $clk_period [get_ports {CLK}]

set non_clock_inputs [all_inputs -no_clocks]
set_input_delay [expr $clk_period * $clk_io_pct] -clock clk0 $non_clock_inputs
set_output_delay [expr $clk_period * $clk_io_pct] -clock clk0 [all_outputs]
```

==> results.yml <==
# flow metrics
timing:
  maxSlewHeadroom: 0.441
  hold_viol: 0
  untimed_endpoints: 38
  setup_viol: 0
  rsz0062_at_grt: "no"
  skew_ns: 0.00290
  final_max_slew_viol_count: 0
  tns_ns: 0
  fmax_ghz: 0.177
  fin_hold_ws_ns: 0.528
  unclocked_regs: 18
  min_period_ns: 5.66
  tightest_slew_ns: 0.826
  finalCritPeriodShare: 0.943
floorplanning:
  chip_area_sq_um: 42000
  core_util_floorplan: 0.307
  fp-row-count: 73
  die_w_um: 205
  coreArea_sq_um: 40200
  die_y_um: 205
  io_pins: 18
final_layout:
  layout_top_cell: "buf_4"
  most-common-layout-cells: "buf_4 (322), nor2_1 (151), a21oi_1 (151)"
  fillCellCount: 4243
  final_core_util: 0.384
  area_delta_synth_final_pct: 24.8
  final_cell_area_sq_um: 15400
  drive_gt1_frac: 0.202
detailed_routing:
  routed_wl_um: 85800
  vias: 16500
  drt_iter0_markers: 2251
  first_pass_iters: 6
  routedWlPerCell_um: 34.5
  via_per_inst: 6.63
  ant_nets: 0
  drc: 0
clock_network:
  postCtsSetupBuffers: 0
  clockBufferDepth: 2
  hold_buffers: 0
  cts_tree: "done"
  root_buffer: "clkbuf_16"
  clkTransAtPathRegs_ns: 0.05
  htree_num_levels: 1
  cts_made_buffers: 3
  clock_latency_ns: 0.25
grt:
  grt_pass1_wl_um: 120000
  grt_pass1_vias: 15500
  grt-ovfl-total: 0
  grt_max_degree: 55
  grt_use_total: 0.416
  antenna_found_initial: 8
yosys:
  synth_cell_type_count: 90
  synth-seq-cells: 39
  synth_stat.cells: 1762
  ys_chip_area_sq_um: 12400
  async_flop_share: 0
  syn_area_per_cell_sq_um: 7.01
  syn_inst: 1762
  ff_type: "dfxtp_1"
  ys_warn_count: 3
  yosysSeqAreaShare: 0.0786
  edf_count: 19
  netlist_area_sq_um: 12400
worst_setup_path:
  startpoint_type: "input pin"
  reg2reg_slack_ns: 2.25
  required_ns: 6.17
  crit_type: "input pin to flop"
  crit_fanout: 24
  endpoint_kind: "flop"
  cp.arrival_ns: 5.82
power_and_ir_drop:
  ir_worst_vdd_v: 0.000175
  leakage_nw: 6.47
  p_per_area_nw_per_um2: 147
placement:
  dpl_cell_area_sq_um: 15300
  io_buffers: 17
  dp_hpwl_um: 67400
  place.gp.congestion: 1.12
min_path:
  hold_path.class: "flop to flop"
job:
  log.warning_count: 31
  drv_cap: 0
run_status:
  outcome: "complete, no violations"
## state kept, by name, indices dropped and copies added (netlist names)
| signal | cells |
|---|---|
| EN | 1 |
| counter | 16 |
| bpm_pre_blk.counter | 20 |
| DONE | 1 |
| bpm_pre_blk.slowCLK | 1 |
## worst max-delay path, stage by stage
cell	delay, ns
buf_2	0.35
buf_4	0.40
buf_4	0.22
nor4_2	0.05
buf_4	0.23
a32oi_1	0.28
o21ai_1	0.22
a2111oi_2	0.60
buf_4	0.20
o2111ai_1	0.13
ha_1	0.21
a21o_1	0.15
a21o_1	0.17
a21o_1	0.17
a211o_1	0.31
a211oi_1	0.29
a21oi_1	0.19
buf_4	0.23
nor3_1	0.21
## worst paths after layout
check,from,endpoint,cells after the start
setup reg to reg,bpm_pre_blk.counter[0],bpm_pre_blk.counter[7],15
setup / recovery,BPM[6],bpm_pre_blk.counter[7],19
hold reg to reg,bpm_pre_blk.counter[0],bpm_pre_blk.counter[0],1
hold / removal,bpm_pre_blk.counter[0],bpm_pre_blk.counter[0],1
## logic make-up (layout without fill, tap and decap cells)
kind of cell,after synthesis,in the layout,synth area share
XOR/XNOR,58,58,0.0411
AND/OR/NAND/NOR,632,632,0.269
flip-flops,39,39,0.0786
buffers and inverters,256,450,0.0967
adder cells (fa/ha/maj),166,166,0.190
AND-OR/OR-AND,607,607,0.322
other,1,9,0.000304
multiplexers,3,3,0.00243
## power by group
group | switching, mW | internal [mW] | leakage (nW)
Combinational | 1.16 | 0.801 | 6.09
Clock | 0.0465 | 0.0903 | 0.0382
Sequential | 0.0123 | 0.158 | 0.348
## per-stage QoR
stage,std cells,setup slack (ns),total power [mW]
floorplan,1762,1.02,1.42
global placement,2476,-0.710,2.06
detailed placement,2477,-0.479,2.09
CTS,2481,0.182,2.24
global route,2482,0.142,2.45
finish,2489,0.342,2.27
## cells in the mapped netlist, types with 11 or more instances
cell         n  share of area
nor3_1      64          0.026
nor4_1      17         0.0086
o22ai_1     44          0.022
a32oi_1     20          0.014
a31oi_1     22          0.011
xnor2_1     29          0.021
a2111oi_0   11         0.0078
edfxtp_1    19          0.046
nand3_1     63          0.026
nor2_1     151          0.046
fa_1        36          0.058
o2111ai_1   16          0.011
o21ai_0    134          0.054
nor2b_1     25          0.013
a221oi_1    12         0.0085
a21o_1      24          0.015
nand2_1    139          0.042
o32ai_1     14         0.0099
ha_1       130           0.13
o211ai_1    30          0.018
inv_1       79          0.024
a21oi_1    151          0.061
a211oi_1    17          0.010
buf_4       15         0.0091
nand4_1     23          0.012
a22oi_1     20          0.012
nand2b_1    37          0.019
buf_2       82          0.033
xor2_1      29          0.021
o221ai_1    20          0.014
dfxtp_1     20          0.032
clkbuf_1    64          0.019
and3_1      13         0.0066
## per-layer routing
layer	track usage	part of all wire
met1	0.576	0.41
met4	0.230	0.064
met2	0.575	0.40
met3	0.125	0.12
met5	0	0.00047
## what timing repair did
action | 4_1_cts | 5_1_grt
endpoints found under the setup margin | 20 | 18
pin swaps | 0 | 1
resized | 4 | 6
## cell type report
class | instances | area (sq um) | share of cell area
Antenna cell | 8 | 20.0 | 0.00130
Clock buffer | 4 | 78.8 | 0.00511
Inverter | 82 | 308 | 0.0200
Multi-Input combinational cell | 1467 | 10300 | 0.667
Sequential cell | 39 | 971 | 0.0630
Tap cell | 525 | 657 | 0.0426
Timing Repair Buffer | 364 | 3100 | 0.201
Power is estimated from default activity; no workload was simulated.
