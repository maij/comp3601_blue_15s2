[config.mk]
export PLATFORM = sky130hd
export DESIGN_NAME = tone
export DESIGN_NICKNAME = tone
export VERILOG_FILES = /design/flow/design.v
export SDC_FILE = /design/flow/constraint.sdc
export NUM_CORES = 4
export LEC_CHECK = 1
export CORE_UTILIZATION = 40
[design.v]
module pwm (input CLK, input [7:0] duty, input [3:0] VOL, output P);
	reg [11:0] counter;
	reg [11:0] latched_comp;
	assign P = (counter[11:0] < latched_comp) ? 1 : 0;
	initial begin
		counter <= 0;
		latched_comp <= 0;
	end
	always @ (posedge CLK) begin
		counter <= counter + 1;
		if (counter == 12'hFFF) begin
			latched_comp <= VOL*duty;
		end
	end	
endmodule
module sin_lut (input [5:0] lookup, output [7:0] value);
	assign value = (lookup == 6'd0)  ? 128 :
						(lookup == 6'd1)  ? 140 :
						(lookup == 6'd2)  ? 152 :
						(lookup == 6'd3)  ? 165 :
						(lookup == 6'd4)  ? 176 :
						(lookup == 6'd5)  ? 188 :
						(lookup == 6'd6)  ? 198 :
						(lookup == 6'd7)  ? 208 :
						(lookup == 6'd8)  ? 218 :
						(lookup == 6'd9)  ? 226 :
						(lookup == 6'd10) ? 234 :
						(lookup == 6'd11) ? 240 :
						(lookup == 6'd12) ? 245 :
						(lookup == 6'd13) ? 250 :
						(lookup == 6'd14) ? 253 :
						(lookup == 6'd15) ? 254 :
						(lookup == 6'd16) ? 255 :
						(lookup == 6'd17) ? 254 :
						(lookup == 6'd18) ? 253 :
						(lookup == 6'd19) ? 250 :
						(lookup == 6'd20) ? 245 :
						(lookup == 6'd21) ? 240 :
						(lookup == 6'd22) ? 234 :
						(lookup == 6'd23) ? 226 :
						(lookup == 6'd24) ? 218 :
						(lookup == 6'd25) ? 208 :
						(lookup == 6'd26) ? 198 :
						(lookup == 6'd27) ? 188 :
						(lookup == 6'd28) ? 176 : 
						(lookup == 6'd29) ? 165 : 
						(lookup == 6'd30) ? 152 :
						(lookup == 6'd31) ? 140 :
						(lookup == 6'd32) ? 128 :
						(lookup == 6'd33) ? 115 :
						(lookup == 6'd34) ? 103 :
						(lookup == 6'd35) ? 90  :
						(lookup == 6'd36) ? 79  :
						(lookup == 6'd37) ? 67  :
						(lookup == 6'd38) ? 57  : 
						(lookup == 6'd39) ? 47  :
						(lookup == 6'd40) ? 37  :
						(lookup == 6'd41) ? 29  :
						(lookup == 6'd42) ? 21  :
						(lookup == 6'd43) ? 15  :
						(lookup == 6'd44) ? 10  :
						(lookup == 6'd45) ? 5   :
						(lookup == 6'd46) ? 2   :
						(lookup == 6'd47) ? 1   :
						(lookup == 6'd48) ? 0   :
						(lookup == 6'd49) ? 1   :
						(lookup == 6'd50) ? 2   : 
						(lookup == 6'd51) ? 5   :
						(lookup == 6'd52) ? 10  :
						(lookup == 6'd53) ? 15  :
						(lookup == 6'd54) ? 21  :
						(lookup == 6'd55) ? 29  :
						(lookup == 6'd56) ? 37  :
						(lookup == 6'd57) ? 47  :
						(lookup == 6'd58) ? 57  :
						(lookup == 6'd59) ? 67  :
						(lookup == 6'd60) ? 79  : 
						(lookup == 6'd61) ? 90  : 
						(lookup == 6'd62) ? 103 :
						(lookup == 6'd63) ? 115 :
						  0  ;
endmodule
module tone(CLK, TONE, EN, VOL, P);
	input 				 CLK;		 
	input 		[5:0] TONE; 	 
	input					  EN;		 
	input			[3:0]  VOL;		 
	output 					P;		 
	reg [5:0] lookup_value;		 
	wire [13:0] 	 period;			 
	wire [7:0] 	  duty_cmp;
	reg [13:0] 		counter;			 
	parameter TONE_MAX = 6'd48;
	pwm pwm_block (CLK, duty_cmp, VOL, P);
	tone_lut64 tone_lut_block (TONE, period);
	sin_lut sin_lut_block (lookup_value, duty_cmp);
	parameter counter_max = 14'd11945;
	initial begin
		counter <= 0;
	end
	always @(posedge CLK) begin
		if (EN && (VOL != 4'h0) && (TONE != 6'd0 && TONE <= TONE_MAX)) begin
			counter <= counter + 1;
			if (counter > counter_max) counter <= 0;
			if (counter >= period) begin
				counter <= 14'd0;
				lookup_value <= lookup_value + 1;
			end	
		end
	end
endmodule
module tone_lut64 (input [5:0] tone, output [13:0] sixty_fourth_period);
	parameter
				REST= 14'd1000,	 
				C3  = 14'd11945,
				C3S = 14'd11275,
				D3  = 14'd10642,
				D3S = 14'd10045,
				E3  = 14'd9481,
				F3  = 14'd8949,
				F3S = 14'd8446,
				G3  = 14'd7972,
				G3S = 14'd7525,
				A3  = 14'd7103,
				A3S = 14'd6704,
				B3  = 14'd6328,
				C4  = 14'd5973,
				C4S = 14'd5638,
				D4  = 14'd5321,
				D4S = 14'd5022,
				E4  = 14'd4741,
				F4  = 14'd4475,
				F4S = 14'd4223,
				G4  = 14'd3986,
				G4S = 14'd3763,
				A4  = 14'd3552,
				A4S = 14'd3352,
				B4  = 14'd3164,
				C5  = 14'd2987,
				C5S = 14'd2819,
				D5  = 14'd2661,
				D5S = 14'd2511,
				E5  = 14'd2370,
				F5  = 14'd2237,
				F5S = 14'd2112,
				G5  = 14'd1993,
				G5S = 14'd1882,
				A5  = 14'd1776,
				A5S = 14'd1676,
				B5  = 14'd1582,
				C6  = 14'd1493,
				C6S = 14'd1410,
				D6  = 14'd1331,
				D6S = 14'd1256,
				E6  = 14'd1185,
				F6  = 14'd1119,
				F6S = 14'd1056,
				G6  = 14'd997,
				G6S = 14'd941,
				A6  = 14'd888,
				A6S = 14'd838,
				B6  = 14'd791;
	assign sixty_fourth_period =
										(tone == 6'd0)  ? REST:
									   (tone == 6'd1)  ? C3  :
									   (tone == 6'd2)  ? C3S :
									   (tone == 6'd3)  ? D3  :
										(tone == 6'd4)  ? D3S :
										(tone == 6'd5)  ? E3  :
										(tone == 6'd6)  ? F3  :
										(tone == 6'd7)  ? F3S :
										(tone == 6'd8)  ? G3  :
										(tone == 6'd9)  ? G3S :
										(tone == 6'd10)  ? A3  :
										(tone == 6'd11) ? A3S :
										(tone == 6'd12) ? B3  :
										(tone == 6'd13) ? C4  :
										(tone == 6'd14) ? C4S :
										(tone == 6'd15) ? D4  :
										(tone == 6'd16) ? D4S :
										(tone == 6'd17) ? E4  :
										(tone == 6'd18) ? F4  :
										(tone == 6'd19) ? F4S :
										(tone == 6'd20) ? G4  :
										(tone == 6'd21) ? G4S :
										(tone == 6'd22) ? A4  :
										(tone == 6'd23) ? A4S :
										(tone == 6'd24) ? B4  :
										(tone == 6'd25) ? C5  :
										(tone == 6'd26) ? C5S :
										(tone == 6'd27) ? D5  :
										(tone == 6'd28) ? D5S :
										(tone == 6'd29) ? E5  :
										(tone == 6'd30) ? F5  :
										(tone == 6'd31) ? F5S :
										(tone == 6'd32) ? G5  :
										(tone == 6'd33) ? G5S :
										(tone == 6'd34) ? A5  :
										(tone == 6'd35) ? A5S :
										(tone == 6'd36) ? B5  :
										(tone == 6'd37) ? C6  :
										(tone == 6'd38) ? C6S :
										(tone == 6'd39) ? D6  :
										(tone == 6'd40) ? D6S :
										(tone == 6'd41) ? E6  :
										(tone == 6'd42) ? F6  :
										(tone == 6'd43) ? F6S :
										(tone == 6'd44) ? G6  :
										(tone == 6'd45) ? G6S :
										(tone == 6'd46) ? A6  :
										(tone == 6'd47) ? A6S :
										(tone == 6'd48) ? B6  :
										   0 ;
endmodule
[constraint.sdc]
current_design tone

set clk_period 7.8
set clk_io_pct 0.2

create_clock -name clk0 -period $clk_period [get_ports {CLK}]

set non_clock_inputs [all_inputs -no_clocks]
set_input_delay [expr $clk_period * $clk_io_pct] -clock clk0 $non_clock_inputs
set_output_delay [expr $clk_period * $clk_io_pct] -clock clk0 [all_outputs]
[run.sh]
#!/bin/bash
# OpenROAD 26Q1-2900-gdf79404cd8, Yosys 0.63+post, stock flow scripts
make -C /OpenROAD-flow-scripts/flow DESIGN_CONFIG=/design/flow/config.mk WORK_HOME=/design/flow/orfs finish
==> results.yml <==
# implementation run metrics
status:
  outcome: "finished, final reports clean"
setup_path:
  slowest_delay_ns: 0.78
  cp_max_fo: 26
  reg2reg_slack_ns: 2.19
  crit_start: "TONE[3]"
  r2r_start: "lookup_value[0]$_DFFE_PP_"
  startpoint_type: "primary input"
  path_buffers: 2
  r2r-end: "pwm_block.latched_comp[11]$_DFFE_PN_"
  slowest_stage: "clkdlybuf4s50_1"
  crit_type: "in2reg"
  cpLargestDelayFamily: "AND-OR/OR-AND gates"
  cp.required_ns: 7.94
  critPathCaptureType: "flop"
  cp.arrival_ns: 5.81
  crit_path_cell_trace: "clkdlybuf4s50_1 > buf_4 > nor2b_1 > a21oi_1 > o22ai_1 > a211o_1 > a222oi_1 > ha_1 > and4_1 > a311o_1 > a221oi_1 > a21bo_2 > a31o_2 > nor2_1"
  reg2reg_depth: 19
  cp.depth: 14
cts:
  cts_made_buffers: 5
  cts_tree: "yes"
  path_clk_slew_ns: 0.06
  insertion_delay_ns: 0.28
  h-tree-depth: 2
  clock-root-buffer: "clkbuf_16"
  hold_buffers: 0
  cts_sinks: 44
  post_cts_buffers: 0
  cts_buffer_depth: 2
  post_cts_resized: 0
routing:
  n_antenna_cell: 0
  wirelength_mm: 14.9
  first_pass_iters: 5
  dr.first_iter.drc_count: 427
  wire_per_inst_um: 15.7
  vias: 5598
  drc_errors: 0
  viasPerCell: 5.91
  drtAntennaViolNets: 0
synth:
  adder_share_pct: 14.2
  edf_count: 32
  netlist_area_um2: 5990
  yosys.cell_types.count: 80
  mux_area_share_pct: 1.36
  ys_top_logic_family: "AND-OR/OR-AND gates"
  synth-area-yosys_um2: 5990
  ys_seq_share_pct: 20.1
  avgSynthCellArea_um2: 7.60
  ys_seq_elements: 44
  aoi_share_pct: 26.5
  async_reset_ff_share_pct: 0
  yosysWarnings: 2
  xor_share_pct: 4.83
  synthCells: 788
  simple_gate_share_pct: 24.6
  ys_cells: 788
  flop_cell: "edfxtp_1"
sta:
  tightest_slew_ns: 0.815
  worst_slack_ns: 2.12
  rsz0062_at_grt: "false"
  tns_ns: 0
  finalMaxSlewViolations: 0
  fin_skew_ns: 0.0110
  setup_viol: 0
  period_needed_ns: 5.68
  slew_headroom_pct: 45.5
  fmax_ghz: 0.176
  hold_violations: 0
  period_used_pct: 72.8
floorplan:
  core_um2: 14600
  rows: 44
  fp.dieH_um: 124
  dieArea_um2: 15500
  die-width_um: 124
  ios: 13
  initial_utilization_pct: 41.0
place:
  pre_cts_ws_ns: 1.93
  dp_hpwl_mm: 11.0
  gp_congestion: 1.01
  portBuffers: 12
power_and_ir_drop:
  p_clk_share_pct: 25.1
  combPwrFrac_pct: 44.4
  internal-power_mw: 0.600
  pwr-share-seq_pct: 30.5
  powerDensity_nw_per_um2: 149
  leakage_nw: 2.50
  switching_power_mw: 0.346
  vdd_ir_drop_max_mv: 0.0900
  switching_share_pct: 36.6
hold_path:
  whs_endpoint: "pwm_block.counter[0]$_DFF_P_"
  min_from: "pwm_block.counter[0]$_DFF_P_"
  hp-class: "reg2reg"
  min_path_cells: 1
global_routing:
  grt_antenna_before_repair: 0
  grt_pass1_wl_mm: 25.1
  track_usage_pct: 19.5
  grt_overflow: 0
  grt_pass1_vias: 5171
  grt_max_degree: 55
layout:
  multiInputGateArea_um2: 4290
  drive_gt1_share_pct: 5.50
  n_fill_cell: 1420
  seqCellArea_um2: 1200
  area_growth_pct: 5.66
flow_run:
  drv_cap: 0
  warnings: 30
[logic make-up after synthesis]
logic type,Yosys count
compound gates,230
xor+xnor,33
fa+ha+maj,61
buf+inv,115
flops,44
mux,8
simple gates,297
[registers in the layout, indices dropped and copies added (netlist names)]
name	cells
pwm_block.counter	12
lookup_value	6
counter	14
pwm_block.latched_comp	12
[per-layer routing]
layer	share of wire [%]	routed length, um	up-vias	GRT usage [%]
met3	6.4	957	26	2.67
met4	2.5	371	0	4.61
met5	0	0	-	0
li1	-	-	2815	-
met1	48	7110	2556	30.3
met2	43	6430	201	29.3
[per-stage QoR]
step	power, mW	utilization (%)	hold slack, ns	std cells	cell area, um^2
finish	0.946	43.4	0.450	947	6330
global route	1.02	43.4	0.491	947	6330
CTS	0.950	43.4	0.448	947	6330
detailed placement	0.707	42.2	0.433	939	6160
global placement	0.706	42.2	0.422	939	6160
floorplan	0.626	-	0.398	788	5990
[synthesized netlist by cell type (9+ instances only)]
master    instances  share of area [%]
ha_1             49                 10
a31oi_1          13                1.4
xnor2_1          23                3.4
inv_1            52                3.3
nor2b_1          25                2.6
buf_2            20                1.7
dfxtp_1          12                4.0
o21ai_0          52                4.3
fa_1             12                4.0
nand2b_1         11                1.1
nor2_1           82                5.1
and2_1           19                2.0
o22ai_1          10                1.0
a21oi_1          44                3.7
clkbuf_1         23                1.4
o211ai_1          9                1.1
nor3_1           21                1.8
nand2_1          65                4.1
and3_1           11                1.1
nand3_1          25                2.1
edfxtp_1         32                 16
xor2_1           10                1.5
[layout make-up]
cell class	count	share of cell area [%]
clock buffer	5	1.98
inverter	55	3.26
tap	184	3.64
multi-input combinational	629	67.7
clock inverter	3	0.712
sequential	44	19.0
timing repair buffer	27	3.68
[power groups by stage]
| stage | Combinational [mW] | Clock [mW] | Sequential, mW |
|---|---|---|---|
| finish | 0.420 | 0.238 | 0.288 |
| global route | 0.476 | 0.252 | 0.290 |
| CTS | 0.418 | 0.244 | 0.288 |
[worst max-delay path by stage]
| stage | end | slack [ns] |
|---|---|---|
| after CTS | counter[10]$_SDFFCE_PP0P_ | 2.22 |
| after global routing | pwm_block.latched_comp[11]$_DFFE_PN_ | 1.81 |
| final | counter[10]$_SDFFCE_PP0P_ | 2.12 |
[placed cells by master, fill, tap and decap left out, drive strengths merged, types with 12 or more instances in the layout]
cell type      instances
o21ai                 52
ha                    49
xnor2                 23
nand2                 65
a21oi                 44
fa                    12
clkdlybuf4s50         12
a31oi                 13
inv                   54
and2                  19
nand3                 25
nor3                  21
nor2b                 25
buf                   15
edfxtp                32
dfxtp                 12
nor2                  82
Power is estimated from default activity; no workload was simulated.
